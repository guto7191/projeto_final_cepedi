### ./run.sh
#!/bin/bash
# OpenROAD 26Q1-2900-gdf79404cd8, Yosys 0.63+post, stock flow scripts
make -C /OpenROAD-flow-scripts/flow DESIGN_CONFIG=/design/flow/config.mk WORK_HOME=/design/flow/orfs finish
### ./config.mk
export PLATFORM = sky130hd
export DESIGN_NAME = cpu_top
export DESIGN_NICKNAME = cpu_top
export VERILOG_FILES = /design/flow/design.v
export SDC_FILE = /design/flow/constraint.sdc
export NUM_CORES = 4
export LEC_CHECK = 1
export CORE_UTILIZATION = 40
### ./constraint.sdc
current_design cpu_top

set clk_period 4.6
set clk_io_pct 0.2

create_clock -name clk0 -period $clk_period [get_ports {clk}]

set non_clock_inputs [all_inputs -no_clocks]
set_input_delay [expr $clk_period * $clk_io_pct] -clock clk0 $non_clock_inputs
set_output_delay [expr $clk_period * $clk_io_pct] -clock clk0 [all_outputs]
### ./design.v
module ALU(
	input [7:0] A,
	input [7:0] B,
	input [2:0] ALUOp,
	output reg [7:0] resultado,
	output zero,
	output eq
);
		always @(*) begin
			case(ALUOp)
				3'b000: resultado = A + B;
				3'b001: resultado = A - B;	
				3'b010: resultado = A & B; 
				3'b011: resultado = A | B;
				3'b100: resultado = A;
				default: resultado = 8'b0000_0000;
			endcase
		end
		assign zero = (resultado == 8'b0000_0000);
		assign eq = (A == B);
endmodule
module BancoRegistrador(
	input clk,
	input write,
	input reset,
	input	[1:0] reg_dest,  
	input [7:0] wrData,
	output [7:0] regA_out,
	output [7:0] regB_out
);
	reg [7:0] regA;
	reg [7:0] regB;
	assign regA_out = regA;
	assign regB_out = regB;
	always @(posedge clk) begin
		if(reset)begin
			regA <= 8'b0000_0000;
			regB <= 8'b0000_0000;
		end else begin
			if(write)begin
				case (reg_dest)
                2'b00: regA <= wrData;   
                2'b01: regB <= wrData;   
                default: ;  
            endcase
			end
		end
	end
endmodule 
module Controle(
	input [3:0] opcode,
	output reg [2:0] ALUOp,
	output reg LoadA,
	output reg LoadB,
	output reg MemRead,
	output reg MemWrite,
	output reg BranchZero,
	output reg BranchEQ,
	output reg UseImmediate
);
	always @(*)begin 
		 LoadA = 0;
		 LoadB = 0;
		 MemRead = 0;
		 MemWrite = 0;
		 BranchZero = 0;
		 BranchEQ   = 0;
		 UseImmediate = 0;
		 ALUOp = 3'b000;
		case(opcode)
			4'b0000: begin  
				ALUOp = 3'b000;
				LoadA = 1;
			end
			4'b0001: begin  
				ALUOp = 3'b001;
				LoadA = 1;
			end
			4'b0010: begin  
            MemRead = 1;
            LoadA = 1;
        end
		  4'b0011: begin  
            MemWrite = 1;
        end
		  4'b0100: begin  
				MemRead = 1;
				LoadB = 1;
		  end
		  4'b0101: begin  
			MemWrite = 1;
		  end
			4'b0110: begin  
            UseImmediate = 1;
            LoadA = 1;
            ALUOp = 3'b100; 
        end
		  4'b0111: begin  
            BranchZero = 1;
        end
		  4'b1000: begin  
            ALUOp = 3'b010;
				LoadA = 1;
        end
			4'b1001: begin  
            ALUOp = 3'b011;
            LoadA = 1;
        end
		  4'b1010: begin  
            BranchEQ = 1;
        end
		endcase	
	end 
endmodule 
module Mux2x1(
	input [7:0] in_0, 
	input [7:0] in_1,
	input sel,
	output reg [7:0] out
);
	always @(*) begin 
		out = (sel) ? in_1 : in_0;
	end
endmodule 
module ProgramCounter(
	input clk,
	input reset,
	input [7:0] data_in,
	output reg [7:0] data_out
);
	always @(posedge clk) begin
		if(reset) begin 
			data_out <= 8'b0000_0000;
		end else begin 
			data_out <= data_in;
		end
	end
endmodule 
module Ram ( 
	input clk,
	input reset,
	input MemWrite,
	input MemRead,
	input [7:0] Address,
	input [7:0] WriteData,
	output reg [7:0] MemData_out
);
	integer k;
	reg [7:0] memoria_dados[0:32];
	always @(posedge clk) begin
        if (reset) begin
            for (k = 0; k < 33; k = k + 1) begin
                memoria_dados[k] <= 8'b0000_0000;
            end
        end else begin
            if (MemWrite) begin
                memoria_dados[Address] <= WriteData;
            end
        end
    end
	 always @(*) begin
        if (MemRead) begin
            if (Address <= 8'd32)
                MemData_out = memoria_dados[Address];
            else
                MemData_out = 8'b0000_0000;
        end else begin
            MemData_out = 8'b0000_0000;
        end
    end
endmodule 
module Rom (
    input [7:0] ler_endereco,
    output reg [7:0] instrucao_out
);
reg [7:0] memoria [0:16];
initial begin
	 memoria[0]  = {4'b0110, 4'b0001};  
	  memoria[1]  = {4'b0011, 4'b0111};  
	  memoria[2]  = {4'b0100, 4'b0111};  
	  memoria[3]  = {4'b0110, 4'b1001};  
	  memoria[4]  = {4'b0001, 4'b0000};  
	  memoria[5]  = {4'b0011, 4'b0110};  
	  memoria[6]  = {4'b0000, 4'b0000};  
	  memoria[7]  = {4'b0011, 4'b0100};  
	  memoria[8]  = {4'b0101, 4'b0110};  
		memoria[9]  = {4'b0010, 4'b1000};  
	  memoria[10]  = {4'b0100, 4'b1000};  
		memoria[11]  = {4'b0111, 4'b1111};  
		memoria[12]  = {4'b0110, 4'b0001};  
		memoria[13] = {4'b1001, 4'b0000};  
		memoria[14] = {4'b1000, 4'b0000};  
		memoria[15] = {4'b1010, 4'b1100};  
end
always @(*) begin
    instrucao_out = memoria[ler_endereco];
end
endmodule
module SomadorPC(
	input [7:0] PC_endereco,
	output reg [7:0] next_endereco
);
	always @(*) begin
		next_endereco = PC_endereco + 8'b0000_0001;
	end
endmodule 
module cpu_top(
	input clk,
	input reset,
	output [7:0] debug_alu_result,
	output [7:0] debug_PC
);
	wire [7:0] PC_out;
	wire [7:0] PC_next;
	wire [7:0] PC_incremented;
	wire [7:0] instrucao;
	wire [7:0] immediate_ext;
	wire [3:0] opcode;
	wire [3:0] imediato;
	wire [2:0] ALUOp;
	wire LoadA, LoadB;
	wire MemRead, MemWrite;
	wire UseImmediate;
	wire BranchZero;
	wire BranchEQ;
	wire [7:0] regA;
	wire [7:0] regB;
	wire [7:0] alu_result;
	wire alu_zero;
	wire alu_eq;
	wire [7:0] ram_data_out;
	wire write_enable;
	wire [1:0] reg_dest;
	wire [7:0] write_reg_data;
	wire [7:0] ram_write_data;
	wire branch_taken;
	assign opcode = instrucao[7:4];
	assign imediato = instrucao[3:0];
	assign immediate_ext = {4'b0000, imediato};  
	assign debug_alu_result = alu_result;
	assign debug_PC = PC_out;
	Controle UC (
		.opcode(opcode),
		.ALUOp(ALUOp),
		.LoadA(LoadA),
		.LoadB(LoadB),
		.MemRead(MemRead),
		.MemWrite(MemWrite),
		.BranchZero(BranchZero),
		.BranchEQ(BranchEQ),
		.UseImmediate(UseImmediate)
	);
	Rom ROM (
		.ler_endereco(PC_out),
		.instrucao_out(instrucao)
	);	
	assign write_enable = LoadA | LoadB;
	assign reg_dest = (LoadA) ? 2'b00 :
                     (LoadB) ? 2'b01 : 2'b00;
	mux_write_reg_data mux_reg_data(
		.UseImmediate(UseImmediate),
		.immediate_ext(immediate_ext),
		.MemRead(MemRead),
		.ram_data_out(ram_data_out),
		.alu_result(alu_result),
		.write_reg_data(write_reg_data)
	);
	BancoRegistrador registradores (
		.clk(clk),
      .write(write_enable),
      .reset(reset),
      .reg_dest(reg_dest),	
      .wrData(write_reg_data),
      .regA_out(regA),
      .regB_out(regB)
	);
	ALU alu (
		.A(regA),
		.B(regB),
		.ALUOp(ALUOp),
		.resultado(alu_result),
		.zero(alu_zero),
		.eq(alu_eq)
	);
   assign ram_write_data = alu_result;
	Ram RAM (
        .clk(clk),
        .reset(reset),
        .MemWrite(MemWrite), 
        .MemRead(MemRead),
        .Address(immediate_ext),    
        .WriteData(ram_write_data),
        .MemData_out(ram_data_out)
    );
	 assign branch_taken =
        (BranchZero && alu_zero) ||
        (BranchEQ   && alu_eq);
    Mux2x1 mux_pc (
        .in_0(PC_incremented),
        .in_1(immediate_ext),
        .sel(branch_taken),
        .out(PC_next)
    );
    SomadorPC ADD_PC (
        .PC_endereco(PC_out),
        .next_endereco(PC_incremented)
    );
    ProgramCounter PC (
        .clk(clk),
        .reset(reset),
        .data_in(PC_next),
        .data_out(PC_out)
    );
endmodule 
module mux_write_reg_data (
    input UseImmediate,
    input [7:0] immediate_ext,
    input MemRead,
    input [7:0]ram_data_out,
    input [7:0] alu_result,
    output reg [7:0] write_reg_data
);
    always @(*) begin
        if(UseImmediate)begin 
            write_reg_data = immediate_ext;
        end else if(MemRead) begin
            write_reg_data = ram_data_out;
        end else 
            write_reg_data = alu_result;
    end
endmodule
==> ci_impl_report.md <==
### Flow metrics

| Metric | Value |
|---|---|
| Cell type with the largest total area | `edfxtp_1` |
| Hold EP | `registradores.regB[7]` |
| Pleak | `3.25 nW` |
| Clk buf depth | `2` |
| Top post-synthesis cells by count | `108 x edfxtp_1, 103 x nor2_1, 52 x nand2_1, 35 x a21oi_1, 32 x inv_1` |
| Layout cells sized above 1 | `14.3%` |
| Max Clock Skew | `8.72 ps` |
| Synth Flop Type | `edfxtp_1` |
| Asr flop ratio synth | `0%` |
| Final Max-Slew Violation Tally | `0` |
| HPWL Detailed | `15200 um` |
| Die Span Y | `139 um` |
| Post-Route Setup TNS | `0 ps` |
| TritonCTS clock tree | `yes` |
| Storage cell area | `3730 um^2` |
| Synthesis-stage register bit count | `132` |
| Total number of vias | `5880` |
| Top cell by count, worst path | `inv_1` |
| Ys cells | `735` |
| WS Path Type | `register to output port` |
| Clock transition at the registers of the reported paths | `60 ps` |
| Worst-path maximum fanout | `10` |
| Mean Syn Cell Area | `10.2 um^2` |
| H-tree depth | `4` |
| Routed length per placed instance | `21.1 um` |
| Multi-input logic area | `3570 um^2` |
| # IOs | `18` |
| Tool Warnings | `45` |
| DIE AREA | `19400 um^2` |
| Status | `completed` |
| Antenna fix cells | `0` |
| Hold_ws | `477 ps` |
| Antenna violations before repair | `0` |
| Hold Buf Count CTS | `0` |
| Worst-path cell chain | `inv_1, ha_2, nand2b_1, o211a_1, or2_0, buf_4, a21oi_1, a22o_1, nor2_1, inv_1, clkdlybuf4s50_1` |
| Reg-to-reg slack, setup | `610 ps` |
| Worst-Margin Slew | `780 ps` |
| Post-CTS setup buffer count | `0` |
| Maximum vdd drop | `0.000323 V` |
| Yosys top cell area share | `43.1%` |
| Die W | `139 um` |
| Critical path origin | `PC.data_out[1]` |
| Worst Setup End Kind | `output port` |
| Detailed Route WL | `21600 um` |
| Hold path cells | `2` |
| PortBufs | `17` |
| EDFF count, synth | `108` |
| YS warnings | `9` |
| Sink Count | `132` |
| Worst slew margin | `47.6%` |
| Hold Vio Cnt, Final | `0` |
| Area growth syn-to-layout | `16.3%` |
| Final worst-path cycle share | `94.5%` |
| Post-Place Cells | `992` |
| Worst Setup Start Kind | `register` |
| Core area | `18200 um^2` |
| Pre-Place Util | `41.3%` |
| Gate Count Post-Synth | `735` |
| Reg2reg end | `registradores.regA[1]` |
| Syn Std Cell Area | `7520 um^2` |
| Max incr delay on CP | `420 ps` |
| Final setup vio count | `0` |
| Fill count | `1608` |
| Worst r2r src | `PC.data_out[3]` |
| Worst-Skew Late Latency | `420 ps` |
| Worst EP required | `3680 ps` |
| Synth Seq Share | `49.5%` |
| Worst path arrival time | `3430 ps` |
| Post-DRT Antenna Nets | `0` |
| Vias in the first global route | `5872` |
| Largest net degree at the start of global routing | `54` |
| Final non-filler cell total | `1024` |
| Minimum clock period after layout | `4350 ps` |
| RSZ-0062 raised after global routing | `no` |
| DR pass1 iterations | `22` |
| Total gr overflow | `0` |
| Maxcap violations | `0` |
| Clock Root Buffer | `clkbuf_16` |
| Row count | `49` |
| Final GP Congestion | `0.924` |
| Hold Path Class | `register to register` |
| Gr usage total | `24.6%` |
| Global-route wire length before repair | `34500 um` |
| Synth top cell by count | `edfxtp_1` |
| Synth area leaders | `edfxtp_1 43%, dfxtp_1 6.4%, nor2_1 5.1%` |
| FF-to-FF path depth | `10` |
| CTS buffer count | `17` |
| Chip Area, Yosys | `7520 um^2` |
| Pwr Density | `781 nW/um^2` |
| Iter 0 DRT Violations | `468` |
| DR DRC count | `0` |
| Slowest cell on crit path | `clkdlybuf4s50_1` |
| Via density | `5.74` |
| Peak Freq | `0.230 GHz` |
| Count of unique library cells instantiated by Yosys | `83` |
| Hold Crit Start | `registradores.regB[7]` |
## power by group
part           leakage (nW)  internal, mW  switching, mW
clock                 0.317         0.925          0.562
sequential             1.29          1.41         0.0843
combinational          1.64          1.34           2.52
total                  3.25          3.67           3.16
## worst max-delay path, delay by kind of cell (launching register included)
kind                       cells  cell delay [ps]
adders and majority gates      1              330
and+or+nand+nor                3              800
buffers and inverters          4              800
DFF                            1              410
AOI/OAI and AO/OA              3              670
## sequential cells by signal, indices dropped and copies added, names as in the netlist
name and cells:
PC.data_out 8, registradores.regB 8, registradores.regA 8, RAM.memoria_dados 108
## what timing repair did
action                     CTS  global route
pin swaps                    0             1
setup endpoints to repair    1             6
resized                      1             4
hold endpoints to repair     0             0
## kinds of logic after synthesis
family,synth area share (%)
adder cells (fa/ha/maj),5.52
flip-flops,49.5
AND-OR/OR-AND,18.5
other,0.0498
buffers and inverters,5.14
multiplexers,3.67
AND/OR/NAND/NOR,16.3
XOR/XNOR,1.28
## worst max-delay path by stage
stage,to,slack (ps),depth (start not counted)
after global routing,debug_alu_result[5],20,11
after CTS,debug_alu_result[5],40,11
final,debug_alu_result[5],250,11
## routing by layer
layer  share of wire, %  global-route usage, %  vias up
met2                 46                   36.2      238
li1                   -                      -     2784
met4                2.4                   6.43        0
met5                  0                   1.50        -
met1                 43                   36.7     2813
met3                8.7                   8.16       45
## cells in the final DEF (no fill, tap or decap), types with 5 or more instances in the layout
cell,count
edfxtp_1,108
nor2_1,103
nand2_1,52
conb_1,36
a21oi_1,35
inv_1,32
buf_4,31
ha_1,29
nor3_1,26
dfxtp_1,22
nand3_1,22
o21ai_0,21
clkbuf_16,17
clkdlybuf4s50_1,16
nand2b_1,12
mux2_2,11
a211oi_1,11
a31oi_1,11
o31ai_1,9
o211ai_1,9
and3_1,8
or3_1,7
mux2i_1,7
a221oi_1,7
nand4_1,6
xnor2_1,6
o22ai_1,6
xor2_1,5
and2_1,5
o221ai_1,5
## area by class of cell
type / count / area share [%]
inverters: 34 / 1.46
flip-flops and latches: 132 / 42.6
well taps: 229 / 3.27
clock buffers: 17 / 4.86
clock inverters: 15 / 2.49
repair buffers: 48 / 4.55
multi-input cells: 549 / 40.8
## through the flow
step,util [%],instance area [um^2],total power [mW],setup slack [ps]
after floorplan,-,7660,3.99,1010
after global placement,44.5,8090,5.30,471
after detailed placement,44.5,8090,5.28,438
after CTS,48.0,8740,6.79,36.0
after global routing,48.1,8750,7.23,19.4
final,48.1,8750,6.84,253
Power figures rest on the tool's default switching activity, not on a simulated workload.
